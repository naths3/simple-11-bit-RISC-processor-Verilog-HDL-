==> flow/design.v <==
module controlUnit(input [10:0] Instr,
                   input BeqFlag,
                   output  [1:0] AdrRd,
                   output  [1:0] AdrRa,
                   output  reg [1:0] AdrRb,
                   output  [3:0] imm,
                   output [6:0] Adr,
                   output reg[1:0] ALUControl,
                   output reg MemToReg, MemWrite, RegWrite, ALUSrc, J,initRd,
                   output Beq);
  reg Beq_;
  always @(*) begin
    case(Instr[10:8]) 
      3'b000: begin
        	MemToReg=1'b0;MemWrite=1'b0;RegWrite=1'b1; ALUSrc=1'b0; Beq_=1'b0; J=1'b0; ALUControl = Instr[1:0]; AdrRb = Instr[3:2];initRd=1'b0;
      end
      3'b001: begin
       	 MemToReg=1'b0;MemWrite=1'b0;RegWrite=1'b1; ALUSrc=1'b1; Beq_=1'b0; J=1'b0; ALUControl=2'b00;  AdrRb = Instr[3:2];initRd=1'b0;
      end
      3'b010: begin
        MemToReg=1'b1;MemWrite=1'b0;RegWrite=1'b1; ALUSrc=1'b1; Beq_=1'b0; J=1'b0; ALUControl=2'b00;  AdrRb = Instr[3:2];initRd=1'b0;
      end
      3'b011: begin
        MemToReg=1'b0;MemWrite=1'b1;RegWrite=1'b0; ALUSrc=1'b1; Beq_=1'b0; J=1'b0; ALUControl=2'b00;  AdrRb = Instr[7:6];initRd=1'b0;
      end
      3'b100: begin
        MemToReg=1'b0;MemWrite=1'b0;RegWrite=1'b0; ALUSrc=1'b1; Beq_=1'b1; J=1'b0; ALUControl=2'b00;  AdrRb = Instr[3:2];initRd=1'b0;
      end
      3'b101: begin
         MemToReg=1'b0;MemWrite=1'b0;RegWrite=1'b0; ALUSrc=1'b0; Beq_=1'b0; J=1'b1; ALUControl=2'b00;  AdrRb = Instr[3:2];initRd=1'b0;
      end
      3'b110: begin
        MemToReg=1'b0;MemWrite=1'b0;RegWrite=1'b1; ALUSrc=1'b0; Beq_=1'b0; J=1'b0; ALUControl=2'b00;  AdrRb = Instr[3:2]; initRd=1'b1;initRd=1'b1;
      end 
      default:  begin
        MemToReg=1'b0;MemWrite=1'b0;RegWrite=1'b0; ALUSrc=1'b0; Beq_=1'b0; J=1'b0; ALUControl=2'b00;  AdrRb = Instr[3:2];initRd=1'b0;
      end
    endcase
  end 
   assign Beq = Beq_ &  BeqFlag; 
  assign AdrRd = Instr[7:6];
    assign AdrRa = Instr[5:4];
  assign imm = Instr[3:0];
    assign Adr = Instr[6:0];
    endmodule
module ALU(input [3:0] SrcA, SrcB,
           input [1:0] ALUControl,
           output reg [3:0] ALUResult,
           output reg BeqFlag);
  wire [3:0] condinvb;
  wire [4:0] sum;
 assign condinvb = ALUControl[0] ? ~{1'b0,SrcB} :{1'b0,SrcB};
  assign sum = {1'b0,SrcA} + condinvb + ALUControl[0];
  always @(*)
  begin 
    case(ALUControl)
      2'b01: ALUResult = sum[3:0];
      2'b00: ALUResult = sum[3:0]; 
     2'b10: ALUResult = SrcA & SrcB;
     2'b11: ALUResult = SrcA | SrcB;
    endcase
    case(ALUResult)
      8'h00: BeqFlag = 1'b1; 
      default: BeqFlag = 1'b0;
    endcase
  end 
endmodule      
module adder #(parameter WIDTH=8)
  (input [WIDTH-1:0] a,b,
   output [WIDTH-1:0] y);
  assign y=a+b;
endmodule
module regfile( input clk,
		input RegWrite,
               input  [3:0] Rd,
               output [3:0] Ra, Rb,
               input  [1:0] AdrRd,
                   input  [1:0] AdrRa,
                   input  [1:0] AdrRb);
  reg [3:0] rf[3:0]; 
always @(posedge clk)
  begin
    if (RegWrite) rf[AdrRd]<=Rd;
  end
  assign Ra=rf[AdrRa];
  assign Rb=rf[AdrRb];
endmodule
module extendJ(input [6:0] Adr,
               output [7:0] Adrx2);
  assign Adrx2={Adr,1'b0};
endmodule
module extendImm(input [3:0] imm,
                 output [7:0] imm8);
  assign imm8={4'b0,imm};
endmodule
module pcmux(input [7:0] PCplusImm,Adrx2,PCplus1,
             input [1:0] BJ,
             output reg[7:0] PC);
  always @(*) begin
    case(BJ)
      2'b10: PC=PCplusImm;
      2'b01: PC=Adrx2;
      default: PC=PCplus1;
    endcase
  end
endmodule
module flopenr #(parameter WIDTH = 4)
  (input clk,reset,en,
   input [WIDTH-1:0] d,
   output reg [WIDTH -1:0] q);
  always @(posedge clk, posedge reset)
    begin
    if (reset) q<=0;
  else if (en) q<=d;
    end
endmodule
module flopr #(parameter WIDTH = 4)
  (input clk,reset,
   input [WIDTH-1:0] d,
   output reg [WIDTH -1:0] q);
  always @(posedge clk, posedge reset)
    begin
    if (reset) q<=0;
  else  q<=d;
    end
endmodule
module datapath(   input clk,reset,
  				   output BeqFlag,
                   input  [1:0] AdrRd,
                   input  [1:0] AdrRa,
                   input  [1:0] AdrRb,
                   input  [3:0] imm,
                   input [6:0] Adr,
                   input [1:0] ALUControl,
                   input MemToReg, MemWrite, RegWrite, ALUSrc, J,
                   input Beq,
                output [7:0] PC, 
                output [3:0] ALUResult, WriteData,
                input [3:0] ReadData,
               input initRd);
  wire BeqFlag_preclk;
  wire [7:0] PCplusImm,Adrx2,PCplus1,PCpre,imm8;
  wire [1:0] BJ;
  wire [3:0] Result,Ra;
  wire [3:0] SrcB;
  wire [3:0] Result_;
  assign BJ={Beq,J};
  pcmux Pcmux (.PCplusImm(PCplusImm),.Adrx2(Adrx2),.PCplus1(PCplus1),.BJ(BJ),.PC(PCpre));
  flopr #(8) PCreg (.clk(clk),.reset(reset), .d(PCpre),.q(PC) );
  adder adder1(.a(PC),.b(imm8),.y(PCplusImm));
  adder adder2(.a(PC), .b(8'b1),.y(PCplus1));
  extendImm extendImm(.imm(imm), .imm8(imm8));
  extendJ extendJ(.Adr(Adr), .Adrx2(Adrx2));
  regfile regfile( .clk(clk),.RegWrite(RegWrite),.Rd(Result),.Ra(Ra), .Rb(WriteData), .AdrRd(AdrRd),.AdrRa(AdrRa), .AdrRb(AdrRb) );
  assign SrcB=(ALUSrc==1'b1) ? imm :WriteData;
  ALU  ALU(.SrcA(Ra), .SrcB(SrcB), .ALUControl(ALUControl), .ALUResult (ALUResult),.BeqFlag(BeqFlag_preclk) );
  flopr #(1) flagreg(.clk(clk), .reset(reset), .d(BeqFlag_preclk), .q(BeqFlag) );
  assign Result_ = (MemToReg==1'b1) ? ReadData : ALUResult;
  assign Result = (initRd==1'b1) ? imm : Result_;
endmodule
module processor(input clk, reset,
                 output [7:0] PC,
                 input [10:0] Instr,
                 output MemWrite,BeqFlag,
                 output [3:0] ALUResult,WriteData,
                 input [3:0] ReadData,
                 output [1:0] ALUControl,
                 output  [1:0] AdrRd,
                 output [1:0] AdrRa,
                 output  [1:0] AdrRb,
                output Beq);
    wire MemToReg, MemWrite, RegWrite, ALUSrc, J, initRd;
  wire  [3:0] imm;
  wire [6:0] Adr;
  controlUnit cu(.Instr(Instr), .BeqFlag(BeqFlag),.AdrRd(AdrRd),.AdrRa(AdrRa), .AdrRb(AdrRb),.imm(imm),.Adr(Adr),.ALUControl(ALUControl),.MemToReg(MemToReg), .MemWrite(MemWrite), .RegWrite(RegWrite), .ALUSrc(ALUSrc), .J(J), .Beq(Beq), .initRd(initRd) );
  datapath dp( .clk(clk),.reset(reset),.BeqFlag(BeqFlag),.AdrRd(AdrRd), .AdrRa(AdrRa), .AdrRb(AdrRb), .imm(imm), .Adr(Adr), .ALUControl(ALUControl), .MemToReg(MemToReg), .MemWrite(MemWrite), .RegWrite(RegWrite), .ALUSrc(ALUSrc), .J(J), .Beq(Beq), .PC(PC), .ALUResult(ALUResult), .WriteData(WriteData), .ReadData(ReadData) ,.initRd(initRd));
  endmodule
==> flow/run.sh <==
#!/bin/bash
# OpenROAD 26Q1-2900-gdf79404cd8, Yosys 0.63+post, stock flow scripts
make -C /OpenROAD-flow-scripts/flow DESIGN_CONFIG=/design/flow/config.mk WORK_HOME=/design/flow/orfs finish
==> flow/config.mk <==
export PLATFORM = sky130hd
export DESIGN_NAME = processor
export DESIGN_NICKNAME = processor
export VERILOG_FILES = /design/flow/design.v
export SDC_FILE = /design/flow/constraint.sdc
export NUM_CORES = 4
export LEC_CHECK = 1
export CORE_UTILIZATION = 30
==> flow/constraint.sdc <==
current_design processor

set clk_period 8.9
set clk_io_pct 0.2

create_clock -name clk0 -period $clk_period [get_ports {clk}]

set non_clock_inputs [all_inputs -no_clocks]
set_input_delay [expr $clk_period * $clk_io_pct] -clock clk0 $non_clock_inputs
set_output_delay [expr $clk_period * $clk_io_pct] -clock clk0 [all_outputs]
==> flow_summary.json <==
{
  "cts-root-buf": "clkbuf_8",
  "intPower_uw": 304,
  "max_slew_margin_pct": 54.0,
  "fin_cells": 349,
  "end_kind": "output port",
  "layout_min_cycle_time_ns": 7.38,
  "fp-utilization_pct": 31.0,
  "clk_pin_slew_ns": 0.09,
  "antenna_cells": 0,
  "switching_power_uw": 142,
  "track_usage_pct": 14.2,
  "worst_pin_slew_ns": 0.686,
  "tool_warnings": 25,
  "hp-start": "dp.PCreg.q[0]",
  "fin_area_mm2": 0.00260,
  "r2r_end": "dp.regfile.rf[2][3]",
  "drv_cap": 0,
  "drt-initial-drc-count": 73,
  "htree_levels": 1,
  "whs_ns": 0.618,
  "rsz0062_at_grt": "false",
  "place.gp.congestion": 0.840,
  "path_class": "input pin to output port",
  "max_freq_mhz": 135,
  "postCtsSetupBuffers": 0,
  "wl_um": 4880,
  "rr_startpoint": "dp.regfile.rf[2][1]",
  "sequentialPowerShare_pct": 38.5,
  "finClkSkew_ns": 0.00922,
  "clock_sinks": 25,
  "layout-drive-gt1-share_pct": 7.11,
  "setup_viol": 0,
  "dp_slack_ns": 1.52,
  "ys_cells": 223,
  "dp.cells": 345,
  "grt_first_pass_wirelength_um": 7980,
  "post_synth_inst_count": 223,
  "synth.avg_cell_area_um2": 9.45,
  "fin_crit_sh_pct": 82.9,
  "clockPowerShare_pct": 14.7,
  "finalWorstSetupSlack_ns": 1.52,
  "powerDensity_mw_per_mm2": 171,
  "flop_cell": "edfxtp_1",
  "port-buffer-count": 43,
  "placed_area_mm2": 0.00256,
  "setup_tns_ns": 0,
  "min_path_cells": 2,
  "ctsHoldBuffers": 0,
  "grt_max_degree": 17,
  "core-area_mm2": 0.00679,
  "clk_path_buf_depth": 2,
  "holdCritPathClass": "register to register",
  "grt_antenna_before_repair": 0,
  "vdd_drop_max_v": 0.0000828,
  "drt_pre_antenna_iters": 4,
  "synth_warnings": 6,
  "hold_end": "dp.PCreg.q[0]",
  "synth_chip_area_mm2": 0.00211,
  "numCtsBuffers": 3,
  "dp_hpwl_um": 3930,
  "cp.required_ns": 7.12,
  "fillers": 667,
  "io-pin-count": 44,
  "die_h_um": 85.8,
  "hold_viol_final": 0,
  "outcome": "completed",
  "arrival_ns": 5.60,
  "drc": 0,
  "cts_tree": "done",
  "grt_pass1_vias": 1588,
  "ys_seq_share_pct": 33.5,
  "vias_per_cell": 4.85,
  "cts-resized-gates": 0,
  "worst_r2r_path_depth": 11,
  "combPwrFrac_pct": 46.8,
  "routed-via-count": 1694,
  "finalMaxSlewViolations": 0,
  "synth_flops": 25,
  "r2r_slack_ns": 5.70,
  "synth.distinct_cells": 54,
  "routedWlPerCell_um": 14.0,
  "die_x_um": 85.8,
  "syn_area_mm2": 0.00211,
  "antenna_left": 0,
  "async_reset_ff_share_pct": 36.0,
  "p_sw_share_pct": 31.7,
  "rows": 30,
  "area_growth_pct": 23.5,
  "crit_fanout": 15,
  "clkLatencyLatePin_ns": 0.27,
  "edf_count": 16,
  "p_leak_uw": 0.00104,
  "critPathLaunchType": "input pin",
  "grt_overflow_total": 0,
  "die-area_mm2": 0.00736
}
## cell type report
cell class                 instances  area (µm²)  area share, %
clock buffer                       3        41.3           1.59
clock inverter                     1        5.00          0.192
inverter                          14        52.6           2.02
multi-input combinational        166        1240           47.6
sequential                        25         706           27.1
tap                               96         120           4.62
timing repair buffer              44         438           16.8
## flip-flops by register name, summed over array words and instances (netlist names)
register	count
dp.PCreg.q	8
dp.flagreg.q	1
dp.regfile.rf	16
## synth_stat cells (all sizes together), types with 2 or more instances
library cell | count | area [µm²]
clkbuf | 7 | 26.3
a211oi | 10 | 80.1
nand3 | 7 | 35.0
mux2 | 2 | 26.3
edfxtp | 16 | 480
nand3b | 2 | 27.5
nand2 | 14 | 52.6
inv | 14 | 52.6
nor3b | 2 | 15.0
xnor2 | 4 | 35.0
and2 | 3 | 18.8
a21oi | 15 | 75.1
nor2b | 5 | 31.3
fa | 2 | 40.0
nand2b | 4 | 25.0
buf | 11 | 82.6
or3 | 3 | 18.8
dfrtp | 9 | 225
and3 | 4 | 25.0
a21o | 2 | 15.0
o21ai | 7 | 35.0
xor2 | 6 | 52.6
nor3 | 5 | 25.0
mux4 | 4 | 90.1
ha | 6 | 75.1
nor2 | 24 | 90.1
mux2i | 15 | 163
a311oi | 3 | 43.8
## layer usage
layer  GRT usage [%]  up-vias  wire, µm
met3            3.03        4       232
met4            1.67        0        50
met1            21.8      785      2420
met5               0        -         0
met2            22.3       39      2180
li1                -      866         -
## metrics by stage
| stage | util, % | power [µW] |
|---|---|---|
| finish | 38.3 | 446 |
| global route | 38.3 | 485 |
| CTS | 38.3 | 452 |
| detailed placement | 37.6 | 384 |
| global placement | 37.6 | 384 |
| floorplan | - | 293 |
## critical path: stages
cell	delay, ns
clkdlybuf4s50_1	0.79
nand3b_4	0.31
mux2i_4	0.37
inv_2	0.10
a211oi_1	0.26
o31ai_1	0.15
xnor2_1	0.28
ha_1	0.29
nor3_1	0.32
a311oi_4	0.09
a41o_1	0.24
nand2_1	0.08
or2_1	0.10
clkdlybuf4s50_1	0.44
## cells in the final DEF (no fill, tap or decap), drive strengths merged, types with 9 or more instances in the layout
cell type	count
a211oi	10
a21oi	15
clkdlybuf4s50	43
dfrtp	9
edfxtp	16
inv	14
mux2i	15
nand2	14
nor2	24
## power groups by stage
stage | Combinational (µW) | Sequential [µW] | Clock [µW]
finish | 209 | 172 | 65.7
CTS | 212 | 172 | 68.7
global route | 234 | 175 | 75.8
## worst max-delay path by stage
stage	start	endpoint	slack (ns)	depth (start not counted)
4_1_cts	Instr[10]	ALUResult[3]	1.51	14
5_1_grt	Instr[10]	ALUResult[3]	1.23	14
6_report	Instr[10]	ALUResult[3]	1.52	14
## cells by family (layout without fill, tap and decap cells)
logic type / count (synthesis) / in the layout / synth area share, %
and+or+nand+nor: 78 / 78 / 19.2
AOI/OAI and AO/OA: 48 / 48 / 16.3
DFF: 25 / 25 / 33.5
xor gates and xnor gates: 10 / 10 / 4.16
adders and majority gates: 9 / 9 / 6.00
muxes: 21 / 21 / 13.2
buffers and inverters: 32 / 62 / 7.66
Power figures rest on the tool's default switching activity, not on a simulated workload.
